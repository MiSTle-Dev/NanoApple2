`design/flow/config.mk`:
```
export PLATFORM = sky130hd
export DESIGN_NAME = jt49_dcrm
export DESIGN_NICKNAME = jt49_dcrm
export VERILOG_FILES = /design/flow/design.v
export SDC_FILE = /design/flow/constraint.sdc
export NUM_CORES = 4
export LEC_CHECK = 1
export CORE_UTILIZATION = 30
```
`design/flow/constraint.sdc`:
```
current_design jt49_dcrm

set clk_period 87.4
set clk_io_pct 0.2

create_clock -name clk0 -period $clk_period [get_ports {clk}]

set non_clock_inputs [all_inputs -no_clocks]
set_input_delay [expr $clk_period * $clk_io_pct] -clock clk0 $non_clock_inputs
set_output_delay [expr $clk_period * $clk_io_pct] -clock clk0 [all_outputs]
```
`design/flow/design.v`:
```
module jt49_dcrm(
    input                clk,
    input                cen,
    input                rst,
    input         [7:0]  din,
    output reg signed [7:0]  dout
);
wire signed [7:0] ave0, ave1;
jt49_mave u_mave0(
    .clk    ( clk           ),
    .cen    ( cen           ),
    .rst    ( rst           ),
    .din    ( {1'b0, din[7:1] }  ),
    .dout   ( ave0          )
);
jt49_mave u_mave1(
    .clk    ( clk    ),
    .cen    ( cen    ),
    .rst    ( rst    ),
    .din    ( ave0   ),
    .dout   ( ave1   )
);
always @(posedge clk)
    if( cen )
        dout <= ({1'b0,din} - {ave1,1'b0})>>>1;
endmodule
module jt49_dly #(parameter DW=8, depth=10)(
    input                clk,
    input                cen,
    input                rst,
    input         [7:0]  din,
    output reg    [7:0]  dout,
    output reg    [7:0]  pre_dout
);
reg [depth-1:0] rdpos, wrpos;
reg [DW-1:0] ram[0:2**depth-1];
always @(posedge clk) 
    if(rst)
        pre_dout <= {DW{1'b0}};
    else begin
        pre_dout <= ram[rdpos];
        if( cen ) ram[wrpos] <= din;
    end
always @(posedge clk)
    if( rst ) begin
        rdpos <= { {depth-1{1'b0}}, 1'b1};
        wrpos <= {depth{1'b1}};
        dout <= {DW{1'b0}};
    end else if(cen) begin
        dout <= pre_dout;
        rdpos <= rdpos+1'b1;
        wrpos <= wrpos+1'b1;
    end
endmodule  
module jt49_mave #(parameter depth=8, DW=8)(
    input                   clk,
    input                   cen,
    input                   rst,
    input  signed [DW-1:0]  din,
    output signed [DW-1:0]  dout
);
wire [DW-1:0] dly0;
wire [DW-1:0] pre_dly0;
jt49_dly #(.depth(depth),.DW(DW)) u_dly0(
    .clk        ( clk       ),
    .cen        ( cen       ),
    .rst        ( rst       ),
    .din        ( din       ),
    .dout       ( dly0      ),
    .pre_dout   ( pre_dly0  )
);
reg signed [DW:0] diff;
reg signed [DW+depth-1:0] sum;
always @(posedge clk)
    if( rst ) begin
        diff <= {DW+1{1'd0}};
        sum  <= {DW+depth+1{1'd0}};
    end else if(cen) begin
        diff <= {1'b0,din } - { 1'b0, dly0 };
        sum  <= { {depth{diff[DW]}}, diff } + sum;
    end
assign dout = sum[DW+depth-1:depth];
endmodule
```
`design/flow/run.sh`:
```
#!/bin/bash
# OpenROAD 26Q1-2900-gdf79404cd8, Yosys 0.63+post, stock flow scripts
make -C /OpenROAD-flow-scripts/flow DESIGN_CONFIG=/design/flow/config.mk WORK_HOME=/design/flow/orfs finish
```
==> results.ini <==
[drt]
dr.pass1.iters = 8
ant_nets = 0
drcViolationCount = 0
drt_iter0_markers = 4993
vias = 78731
drt_wl_total_um = 404000
routed_via_density = 5.08
wl_per_cell_um = 26.1

[worst_setup_path]
crit_chain = buf_4, nand2_1, nor3_1, nand2_1, buf_4, nor2_1
worstPathArrival_ns = 20.23
start_kind = primary input
r2r_setup_slack_ns = 80.61
critPathSlowestCell = nor2_1
path_class = in2reg
slowest_delay_ns = 0.67
critical_path.max_fanout = 38
endpoint_kind = register
critical_path_required_ns = 87.94

[global_route]
use_met2 = 0.244
busiest_layer = met2
grt_use_met1 = 0.171
gr-total-overflow = 0
grt_pass1_wl_um = 584000
antenna_found_initial = 14
grt_util_all_layers = 0.162
grt_pass1_vias = 86318
grt_max_degree = 150
gr-usage-met3 = 0.130

[layout]
final_cell_mix = edfxtp_1, mux4_2, nor2_1
utilization = 0.339
stdcell_area_um2 = 177000
regArea_um2 = 118000
combGateArea_um2 = 36000
area_delta_synth_final_pct = 12.7
lay_top_count = edfxtp_1
final_layout_size_suffix_gt1_frac = 0.182
fill_cells = 47826

[logic_synthesis]
synthArstFlopShare = 0
numSynthFlops = 3960
synth-edff-count = 3848
syn_area_um2 = 157000
netlist_instances = 8105
synth_seq_share = 0.752
syn_avg_cell_area_um2 = 19.3
yosysCellCount = 8105
yosys_warnings = 3
ff_type = edfxtp_1
synth_chip_area_um2 = 157000
synth.distinct_cells = 86

[final_timing]
clock.fmax_mhz = 50.8
slew_headroom = 0.108
finalClockPeriodUsage = 0.225
worst_pin_slew_ns = 1.30
hold_ws_ns = 0.473
finalCriticalPeriod_ns = 19.69
finalHoldViolations = 0
finalSetupViolCount = 0
rsz0062_at_grt = no
setup_tns_ns = 0
drv_slew = 0
finalClockSkew_ns = 0.0686

[clock_tree]
cts_max_level = 5
cts_resized = 0
ctsHoldBuffers = 0
cts-buffers-inserted = 365
cts.sinks = 3960
cts_tree = done
path_clk_slew_ns = 0.07
cts_setup_buffers = 0
clock-root-buffer = clkbuf_16
clockBufferDepth = 4
clk_latency_ns = 0.96

[floorplan]
num_io_pins = 19
die_area_um2 = 525000
dieWidth_um = 725
fp-row-count = 265
chipHeight_um = 725
core_um2 = 521000
fp_util = 0.301

[power_and_ir_drop]
p_leak_nw = 57.0
cellPowerDensity_nw_per_um2 = 22.6
ir_worst_vdd_mv = 0.0166

[placed_design]
place_congestion = 0.895
dp.final_hpwl_um = 244000
placed_area_um2 = 165000
io_buffers = 17

[worst_hold_path]
hp-class = reg2reg

[flow_run]
warning_count = 53
cap_violations = 0

[outcome]
status = completed

## power breakdown
part	switching, W	internal (W)	leakage (nW)
Sequential	0.0000141	0.00209	36.6
Clock	0.000688	0.000889	5.68
Combinational	0.000189	0.000115	14.8
Total	0.000890	0.00310	57.0
## per-stage QoR
stage               instances  total power, W  setup slack [ns]
detailed placement      14819         0.00245             66.76
global placement        14819         0.00245             66.87
CTS                     15466         0.00402             67.75
global route            15468         0.00411             67.55
floorplan                8105         0.00235             67.98
finish                  15483         0.00399             67.71
## kinds of logic after synthesis
group / share of synthesized area
flip-flops: 0.752
multiplexers: 0.147
AND/OR/NAND/NOR: 0.0333
AND-OR/OR-AND: 0.0403
buffers and inverters: 0.0192
adder cells (fa/ha/maj): 0.00559
XOR/XNOR: 0.00263
## cell usage after synthesis (10+ instances only)
library cell | number | area [um2]
a211oi_1 | 61 | 458
a21o_1 | 17 | 128
a21oi_1 | 207 | 1040
a221o_1 | 14 | 140
a221oi_1 | 61 | 534
a22o_1 | 10 | 87.6
a22oi_1 | 37 | 278
a31oi_1 | 15 | 93.8
and2_1 | 21 | 131
and3_1 | 13 | 81.3
buf_1 | 60 | 225
buf_2 | 64 | 320
buf_4 | 55 | 413
buf_6 | 62 | 698
buf_8 | 15 | 225
clkbuf_1 | 230 | 863
dfxtp_1 | 112 | 2240
edfxtp_1 | 3848 | 116000
ha_1 | 62 | 776
inv_1 | 46 | 173
mux2_2 | 14 | 158
mux2i_1 | 575 | 5760
mux4_1 | 38 | 998
mux4_2 | 718 | 16200
nand2_1 | 278 | 1040
nand2b_1 | 18 | 113
nand3_1 | 69 | 345
nand4_1 | 17 | 106
nor2_1 | 652 | 2450
nor2b_1 | 46 | 288
nor3_1 | 68 | 340
nor4_1 | 10 | 62.6
o211ai_1 | 13 | 97.6
o21ai_0 | 141 | 706
o221ai_1 | 146 | 1280
o22ai_1 | 87 | 544
o31ai_1 | 14 | 105
o32ai_1 | 10 | 87.6
or3_1 | 13 | 81.3
xnor2_1 | 29 | 254
xor2_1 | 18 | 158
## registers in the layout (all words and copies together), names as in the netlist
| name | cells |
|---|---|
| u_mave0.u_dly0.rdpos | 8 |
| u_mave0.u_dly0.ram | 1792 |
| u_mave1.u_dly0.rdpos | 8 |
| u_mave0.u_dly0.wrpos | 8 |
| u_mave1.u_dly0.pre_dout | 8 |
| u_mave1.u_dly0.dout | 8 |
| u_mave0.u_dly0.dout | 7 |
| u_mave0.u_dly0.pre_dout | 7 |
| u_mave1.u_dly0.ram | 2048 |
| u_mave1.sum | 16 |
| u_mave1.diff | 9 |
| u_mave0.sum | 16 |
| dout | 8 |
| u_mave0.diff | 9 |
| u_mave1.u_dly0.wrpos | 8 |
## routing by layer
metal	share of wire	wire length (um)
met4	0.042	17000
met1	0.32	129000
met2	0.47	188000
met3	0.17	68800
met5	0.0021	828
## worst max-delay path, delay by kind of cell
| family | cells | cell delay, ns |
|---|---|---|
| and+or+nand+nor | 4 | 1.87 |
| buffers and inverters | 2 | 0.80 |
## final timing paths
check | from | end | cells past startpoint
max | cen | u_mave0.u_dly0.ram[178][0] | 6
min | u_mave1.u_dly0.pre_dout[2] | u_mave1.u_dly0.dout[2] | 2
max reg2reg | u_mave1.u_dly0.rdpos[0] | u_mave1.u_dly0.pre_dout[5] | 12
min reg2reg | u_mave1.u_dly0.pre_dout[2] | u_mave1.u_dly0.dout[2] | 2
## cell type report
cell class	instances	share of cell area
Sequential cell	3960	0.667
Multi-Input combinational cell	3602	0.204
Clock buffer	427	0.0536
Tap cell	6942	0.0492
Clock inverter	220	0.0123
Timing Repair Buffer	263	0.0123
Inverter	52	0.00116
Antenna cell	17	0.000241
Power figures rest on the tool's default switching activity, not on a simulated workload.
